==> flow/design.v <==
module alu_for_top #(
parameter n = 32
) (
input  signed [n-1:0] opA         ,    
input  signed [n-1:0] opB         ,    
input         [3:0]   S           ,    
input                 M           ,    
input                 Cin         ,    
output   reg  [n-1:0] DO          ,    
output                C           ,    
output   reg          V           ,    
output   reg          N           ,    
output   reg          Z                
);
reg [n-1 : 0] g, p;
reg [n : 0] ci ;
integer i ;
assign C = (M==1)&&(S[2]&S[1])? DO[n-1]: ci [n] ;  
always @ (*)
    begin
    ci [0] = Cin ;
    for( i = 0; i < n; i = i+1) 
        begin
            g[i]   = S[3]&opA [i]&opB[i] | S[2]&opA [i]&!opB[i] | !M;
            p[i]=!(S[3]&opA [i]&opB[i] | S[2]&opA [i]&!opB[i] | S[1]&!opA [i]&opB[i] | S[0]&!opA [i]&!opB[i]);
            ci[i+1] = g[i] | ( p[i] & ci[i] );
            DO[i]   = p[i] ^ ci[i];
        end
    V = ci[n-1] ^ ci[n] ;
    Z = !DO ;
    N = (M) ? DO[n-1] : 0 ;
    end
endmodule
==> flow/run.sh <==
#!/bin/bash
# OpenROAD 26Q1-2900-gdf79404cd8, Yosys 0.63+post, stock flow scripts
make -C /OpenROAD-flow-scripts/flow DESIGN_CONFIG=/design/flow/config.mk WORK_HOME=/design/flow/orfs finish
==> flow/config.mk <==
export PLATFORM = sky130hd
export DESIGN_NAME = alu_for_top
export DESIGN_NICKNAME = alu_for_top
export VERILOG_FILES = /design/flow/design.v
export SDC_FILE = /design/flow/constraint.sdc
export NUM_CORES = 4
export LEC_CHECK = 1
export CORE_AREA = 10 10 110 110
export DIE_AREA = 0 0 120 120
==> flow/constraint.sdc <==
current_design alu_for_top

set clk_period 28.6
set clk_io_pct 0.2

create_clock -name clk0 -period $clk_period

set non_clock_inputs [all_inputs -no_clocks]
set_input_delay [expr $clk_period * $clk_io_pct] -clock clk0 $non_clock_inputs
set_output_delay [expr $clk_period * $clk_io_pct] -clock clk0 [all_outputs]
==> reports/results.ini <==
[route]
wl_mm=6.95
antenna_cells=0
drtIter0Drc=104
avgRoutedWirePerCell_um=15.3
ant_nets=0
vias_per_cell=4.46
dr.pass1.iters=4
drc=0
vias=2028

[status]
outcome=finished clean

[grt]
grt_pass1_wl_mm=11.2
grt_max_degree=35
grt_pass1_vias=2163
antenna_found_initial=0
gr-total-overflow=0
grtUsageTotal=0.0919

[logic_synthesis]
syn_area_per_cell_um2=8.27
yosysTopAreaCell=ha_1
yosys_warnings=1
yosys_cells=227
syn_inst=227
synthTopCellsByArea=ha_1, mux2_2, mux2i_1
ys_area_um2=1880
syn_area_um2=1880
yosys.stat.seqShare=0
top_cell_area_share=0.213
synthDistinctLibCells=19

[min_path]
min_to=V
whs_path_depth=4
hold_path.class=in2out
min-delay-start=opA[30]

[floorplan]
core_um2=9770
chipWidth_um=120
design.die.area_um2=14400
fp_util=0.192
io-pin-count=106
row_count=36
fp.dieH_um=120

[worst_setup_path]
required_ns=22.88
path_max_fanout=32
worstSetupEndpointType=primary output
crit_path_max_incr_delay_ns=0.50
crit_top_cell=ha_1
arrival_ns=19.34
startpoint=S[3]
path_class=in2out
cp-start-kind=input pin
cp_slowest_cell=clkdlybuf4s50_1

[clock_tree]
cts_setup_buffers=0
cts-resized-gates=0
cts_hold_buf=0

[run]
warning_count=32
max_cap_violations=0

[cells_and_area]
layout-area-overhead-vs-synth_pct=63.4
drive_gt1_frac=0.121
fillers=1024
lay_top_count=clkdlybuf4s50_1
fin_area_um2=3070
seq_cells=0
register_area_um2=0
n_clock_buffer=0
final_cell_mix=clkdlybuf4s50_1, mux2i_1, nand2_1, ha_1, o21a_1

[final_timing]
slew_headroom=0.680
fmax_ghz=0.0399
finalClockPeriodUsage=0.876
drv_slew=0
whs_ns=12.55
rsz0062_at_grt=no
setup_tns_ns=0
hold_violations=0
tightest_slew_ns=0.476
period_minus_slack_ns=25.06
finalSetupViolCount=0

[power_and_ir_drop]
leakagePower_nw=1.20
vdd_drop_max_mv=0.00843
fin_total_pwr_uw=61.2
power_density_nw_per_um2=20.0

[placement]
numPortBuffers=106
dpl.hpwl_mm=5.48
gp_congestion=0.807
place_area_um2=3070

[area by class of cell]
type,count,area (um2),area share
Multi-Input combinational cell,210,1800,0.586
Tap cell,133,166,0.0542
Inverter,1,3.75,0.00122
Timing Repair Buffer,111,1100,0.358
[worst max-delay path: cells and delay by family]
kind | cells | cell delay, ns
AND-OR/OR-AND | 2 | 0.26
AND/OR/NAND/NOR | 35 | 5.67
multiplexers | 1 | 0.22
buffers and inverters | 4 | 1.34
adder cells (fa/ha/maj) | 32 | 6.13
[per-stage QoR]
stage,cells,util,worst slack [ns]
3_3_place_gp,455,0.314,3.56
4_1_cts,455,0.314,3.46
6_report,455,0.314,3.54
2_1_floorplan,227,-,6.03
5_1_grt,455,0.314,2.62
3_5_place_dp,455,0.314,3.50
[how the worst max path moves through the flow]
stage / endpoint / slack, ns / depth (start not counted)
CTS: Z / 3.46 / 74
finish: Z / 3.54 / 74
global route: Z / 2.62 / 74
[synth_stat cells, types with 4 or more instances]
cell type,n
buf_2,12
clkbuf_1,4
ha_1,32
mux2_2,30
mux2i_1,32
nand2_1,32
nand3b_1,30
nor4_1,8
o21a_1,31
[per-layer routing]
layer  GRT usage  wire (um)  part of all wire
met2       0.161       3180              0.46
met1       0.121       3370              0.49
met3      0.0195        402             0.058
met5           0          0                 0
met4           0          0                 0
[where the power goes]
part	switching (mW)	total [mW]	internal (mW)
logic	0.0217	0.0612	0.0395
registers	0	0	0
clock network	0	0	0
total	0.0217	0.0612	0.0395
[cell families (layout without fill, tap and decap cells)]
kind of cell	Yosys count	after routing	synth area share
AND-OR/OR-AND	35	35	0.139
XOR/XNOR	1	1	0.00466
adder cells (fa/ha/maj)	32	32	0.213
buffers and inverters	17	112	0.0420
multiplexers	64	64	0.366
AND/OR/NAND/NOR	78	78	0.235
Power figures rest on the tool's default switching activity, not on a simulated workload.
