`flow/run.sh`:
```
#!/bin/bash
# OpenROAD 26Q1-2900-gdf79404cd8, Yosys 0.63+post, stock flow scripts
make -C /OpenROAD-flow-scripts/flow DESIGN_CONFIG=/design/flow/config.mk WORK_HOME=/design/flow/orfs finish
```
`flow/config.mk`:
```
export PLATFORM = sky130hd
export DESIGN_NAME = alu_core
export DESIGN_NICKNAME = alu_core
export VERILOG_FILES = /design/flow/design.v
export SDC_FILE = /design/flow/constraint.sdc
export NUM_CORES = 4
export LEC_CHECK = 1
export CORE_UTILIZATION = 50
```
`flow/constraint.sdc`:
```
current_design alu_core

set clk_period 24.8
set clk_io_pct 0.2

create_clock -name clk0 -period $clk_period

set non_clock_inputs [all_inputs -no_clocks]
set_input_delay [expr $clk_period * $clk_io_pct] -clock clk0 $non_clock_inputs
set_output_delay [expr $clk_period * $clk_io_pct] -clock clk0 [all_outputs]
```
`flow/design.v`:
```
module alu_unit(
input           a ,
input           b ,
input  [3 : 0]  S ,
input           M ,
input           ci,
output          DO,
output          co
);
wire g  ; 
wire p  ; 
wire pc ;
assign p=!(S[3]&a&b | S[2]&a&!b | S[1]&!a&b | S[0]&!a&!b);
assign g=S[3]&a&b | S[2]&a&!b | !M;
xor u0 ( DO, p, ci );
and u1 ( pc, p, ci );
or  u2 ( co, g, pc );
endmodule
module alu_core #(
parameter n = 32
) (
input signed  [n-1:0] opA         ,   
input signed  [n-1:0] opB         ,   
input         [3:0]   S           ,   
input                 M           ,   
input                 Cin         ,   
output        [n-1:0] DO          ,   
output                C           ,   
output                V           ,   
output                N           ,   
output                Z               
);
wire [n : 0] ci ;
assign C = (M==1)&&(S[2]&S[1])? (opA <opB): ci [n] ;
assign ci [0] = Cin ;
assign V = ci[n-1] ^ ci[n] ;
assign N = (M) ? DO[n-1] :0 ;
assign Z = !DO ;
generate
    genvar i;
    for (i = 0; i < n; i = i+1) 
    begin :u
        alu_unit u_alu_unit(opA[i] ,opB[i], S, M, ci[i], DO[i],ci[i+1]);
    end
endgenerate
endmodule
```
==> results.cfg <==
; synthesis and place-and-route metrics
[layout]
layout_top_cell = clkdlybuf4s50_1
fin_area_sq_um = 3800
final_cell_mix = 106 x clkdlybuf4s50_1, 63 x ha_1, 38 x nand2_1
regArea_sq_um = 0
area_growth_syn_to_layout_pct = 30.3
fin_cells = 504
drive_above_1_share = 0.104
utilization = 0.682
clockBufferCount = 0
flops = 0

[synthesis]
area_leaders = ha_1 27%, mux2_2 12%, mux2i_1 9.9%
avgSynthCellArea_sq_um = 7.89
yosysTopAreaCell = ha_1
yosys_cells = 370
ys_types = 33
synth.top_cell.area_share = 0.270
yosys.stat.seqShare = 0
yosysWarnings = 0
synthCells = 370
synth_chip_area_sq_um = 2920
netlist_area_sq_um = 2920

[timing]
final.min_clock_period_ps = 23210
setup_viol = 0
max_freq_mhz = 43.1
finalWorstSetupSlack_ps = 1590
fin_tns_setup_ps = 0
rsz0062_at_grt = false
hold_ws_ps = 11020
worst_pin_slew_ps = 440
relSlewSlack = 0.704
finalClockPeriodUsage = 0.936
maxSlewViolCount = 0
hold_violations = 0

[critical_path]
cp.required_ps = 19840
max_stage_delay_ps = 460
cp-start-kind = input port
cpMostUsedCell = ha_1
worstSetupPathType = in -> out
cp_max_fo = 37
worstPathArrival_ps = 18250
crit_slowest_cell = clkdlybuf4s50_1
endpoint_kind = output pin

[floorplan]
io-pin-count = 106
fp.dieH_um = 78.4
die_w_um = 78.4
fp-utilization = 0.524
rows = 27
coreArea_sq_um = 5570
die_area_sq_um = 6150

[global_route]
antenna_found_initial = 0
globalRouteMet3Util = 0.00590
grtUsageMet2 = 0.402
grt_overflow = 0
grt_pass1_vias = 2517
grt_busiest_layer = met2
met1_usage = 0.334
gr-usage-all-layers = 0.231
grt_pass1_wl_um = 11500
grt_max_degree = 38

[pwr]
cellInternalPower_mw = 0.0509
p_seq_frac = 0
power_switching_mw = 0.0310
finalPower_mw = 0.0818
vdd_ir_drop_max_uv = 13.2
power_density_nw_per_um2 = 21.5
power.leakage_nw = 1.70
netSwitchingFraction = 0.378
clkPwrFrac = 0
pwr-share-comb = 1.000

[routing]
ant_nets = 0
detailroute.via_count = 2705
drt_iter0_drc = 84
n_antenna_cell = 0
via_per_inst = 5.37
drt-wirelength-per-cell_um = 13.7
firstDrtPassIters = 4
finalWirelength_um = 6920
route.detailed.drc = 0

[run]
warning_count = 33
drv_cap = 0

[placed_design]
place_congestion = 0.820
dp_hpwl_um = 5330
pre_cts_ws_ps = 1610
placed_area_sq_um = 3800
place.port_buffers = 106
dp.cells = 504

[min_path]
hold_class = in -> out
holdPathEnd = DO[0]
min_from = Cin
whs_path_depth = 3

[cts]
post_cts_buffers = 0
cts_resized = 0
postCtsHoldBufs = 0

[status]
outcome = complete, no violations
## cell usage after synthesis, types with 2 or more instances
library cell  number
mux4_2             3
and2_1             2
mux2_2            32
clkbuf_1          16
ha_1              63
nand4_1            8
inv_1             34
nand3_1            5
nand3b_1          31
nor3_1             2
a21oi_1            9
o21ai_0            5
a21oi_2            4
o21a_1            29
buf_4             32
mux2i_1           29
nor4_1             9
and3_1             2
nand2_1           38
a21o_1             2
nor2_1             3
## worst max-delay path, delay by kind of cell
family          cells  cell delay (ps)
mux                 1              220
simple gates       35             5550
compound gates      1              120
buf+inv             3             1250
fa+ha+maj          32             6080
## logic make-up (layout without fill, tap and decap cells)
group           Yosys count  after routing  synth area share
simple gates            103            103             0.199
buf+inv                  83            145             0.148
mux                      64             64             0.246
fa+ha+maj                63             63             0.270
compound gates           56             56             0.134
xor+xnor                  1              1           0.00300
## worst max path at each step
stage | startpoint | endpoint | depth (start not counted)
global route | S[2] | Z | 72
CTS | S[2] | Z | 72
finish | S[2] | Z | 72
## routing by layer
metal	share of wire	vias to the layer above	routed length, um
met5	0	-	0
met2	0.45	68	3100
li1	-	1437	-
met1	0.51	1196	3530
met4	0.0058	0	40
met3	0.036	4	252
## power groups by stage
stage                 clock [mW]  combinational, mW  sequential [mW]
after CTS                      0             0.0829                0
after global routing           0             0.0918                0
final                          0             0.0818                0
## area by class of cell
class	count	area (sq um)
multi-input cells	287	2490
well taps	72	90.1
repair buffers	111	1100
fillers	479	1770
inverters	34	128
No activity file was given, so power comes from the tool's default toggle rates.
