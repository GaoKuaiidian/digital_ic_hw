==> design.v <==
module alu_top #(
parameter ALU_WIDTH = 32
) (
input         [ALU_WIDTH-1:0] opA         ,    
input         [ALU_WIDTH-1:0] opB         ,    
input         [3:0]   S           ,    
input                 M           ,    
input                 Cin         ,    
output        [ALU_WIDTH-1:0] DO          ,    
output                C           ,    
output                V           ,    
output                N           ,    
output                Z                
);
wire [ALU_WIDTH : 0] ci ;
assign C = (M==1)&&(S[2]&S[1])? DO[ALU_WIDTH-1]: ci [ALU_WIDTH] ;  
assign ci [0] = Cin ;
generate
    genvar i;
    for (i = 0; i < ALU_WIDTH; i = i+1) 
    begin :u
        alu_unit u_alu_unit(opA[i] ,opB[i] , S , M , ci[i] , DO[i] ,ci[i+1]);
    end
endgenerate
assign V = ci[ALU_WIDTH-1] ^ ci[ALU_WIDTH] ;
assign Z = !DO ;
assign N = (M) ? DO[ALU_WIDTH-1] :0 ;
endmodule
module alu_unit(
input           a ,
input           b ,
input  [3 : 0]  S ,
input           M ,
input           ci,
output          DO,
output          co
);
wire g  ; 
wire p  ; 
wire pc ;
assign p=!(S[3]&a&b | S[2]&a&!b | S[1]&!a&b | S[0]&!a&!b);
assign g=S[3]&a&b | S[2]&a&!b | !M;
xor u0 ( DO, p, ci );
and u1 ( pc, p, ci );
or  u2 ( co, g, pc );
endmodule
==> run.sh <==
#!/bin/bash
# OpenROAD 26Q1-2900-gdf79404cd8, Yosys 0.63+post, stock flow scripts
make -C /OpenROAD-flow-scripts/flow DESIGN_CONFIG=/design/flow/config.mk WORK_HOME=/design/flow/orfs finish
==> config.mk <==
export PLATFORM = sky130hd
export DESIGN_NAME = alu_top
export DESIGN_NICKNAME = alu_top
export VERILOG_FILES = /design/flow/design.v
export SDC_FILE = /design/flow/constraint.sdc
export NUM_CORES = 4
export LEC_CHECK = 1
export CORE_UTILIZATION = 30
==> constraint.sdc <==
current_design alu_top

set clk_period 28.8
set clk_io_pct 0.2

create_clock -name clk0 -period $clk_period

set non_clock_inputs [all_inputs -no_clocks]
set_input_delay [expr $clk_period * $clk_io_pct] -clock clk0 $non_clock_inputs
set_output_delay [expr $clk_period * $clk_io_pct] -clock clk0 [all_outputs]
==> reports/metrics.sh <==
NUMBER_OF_MAXIMUM_CAPACITANCE_CONSTRAINT_VIOLATIONS=0
MAXSLEWVIOLCOUNT=0
ANTENNA_FOUND_INITIAL=0
P_INT_mW=0.0390
FLOORPLANUTILIZATION_PCT=31.2
CRITICAL_PATH_DEPTH=74
WIRELENGTH_UM=5640
POWER.SWITCHING_FRACTION_PCT=34.3
GRT.MET2_USAGE_PCT=25.9
CRITICAL_PATH_ARRIVAL_PS=19270
STARTPOINT_TYPE='input pin'
CRITPATHMAXSTAGEDELAY_PS=490
WORST_PIN_SLEW_PS=427
POWER_DENSITY_mW_PER_MM2=19.6
OUTCOME='complete, no violations'
GRT_BUSIEST_LAYER='met2'
LAYOUT-AREA-OVERHEAD-VS-SYNTH_PCT=42.6
INITIALDRTVIOLATIONCOUNT=69
CRITPATHMOSTFREQUENTCELL='sky130_fd_sc_hd__ha_1'
TOTAL_NUMBER_OF_WARNINGS_ACROSS_THE_STAGE_LOGS=32
POST-PLACE-CELLS=418
YS_AREA_MM2=0.00212
ROUTE.VIAS.TOTAL=1999
MAX-SLEW-MARGIN-REL_PCT=71.3
CRIT_TYPE='input pin to output pin'
SETUP_REPAIR_AFTER_GLOBAL_ROUTING_MISSED_ITS_MARGIN='false'
DETAIL_ROUTE.ANTENNA_DIODES=0
POST-SYNTH-TOP-AREA-FRACTION_PCT=18.9
P_SWITCHING_mW=0.0203
TRACK_USAGE_PCT=14.6
SYNTH-SEQ-AREA-SHARE_PCT=0
GRT_FIRST_PASS_WIRELENGTH_UM=8750
FINAL.CLKBUF_COUNT=0
DRIVE_GT1_SHARE_PCT=12.1
POWER_LEAKAGE_nW=1.20
TIMING.CRITICAL_PATH.FANOUT_MAX=33
YS_WARNINGS=0
HOLDBUFCOUNTCTS=0
DETAILEDPLACEMENTHPWL_UM=4190
FINAL.SETUP.WORST_SLACK_PS=3770
FF_LATCH_AREA_UM2=0
DIE-WIDTH_UM=86.0
FINAL_NON_FILLER_CELL_TOTAL=418
ROUTED_VIA_COUNT_DIVIDED_BY_CELL_COUNT=4.78
FINAL_ANTENNA_NET_COUNT=0
GPL.FINAL_WEIGHTED_CONGESTION=0.753
SYN_AVG_CELL_AREA_UM2=8.18
DIE_AREA_MM2=0.00740
CP-END-KIND='output pin'
MAX_FREQ_MHz=40.0
GLOBALROUTEMET3UTIL_PCT=1.37
POSTCTSSETUPBUFFERS=0
MAX-VDD-IR-DROP_uV=8.72
GRT-OVFL-TOTAL=0
NFILLCELLS=654
GRT_MAX_DEGREE=35
FLOORPLAN.IO_PINS=106
POWER.SHARE.SEQUENTIAL_PCT=0
DRCVIOLATIONCOUNT=0
FINAL_REPORT_SETUP_VIOLATION_COUNT=0
SHARE_CLK_OF_TOTAL_POWER_PCT=0
WORST_HOLD_PATH_TYPE='input pin to output pin'
HOLD_VIOL=0
DIE.SIZE.Y_UM=86.0
FIN_WORST_HOLD_SLACK_PS=12600
DESIGN.CORE.AREA_MM2=0.00679
GRT_PASS1_VIAS=1840
WHS_PATH_DEPTH=3
SYNTH.DISTINCT_CELLS=20
STD_CELL_ROWS=30
FINALSETUPTNS_PS=0
DRT-PASS1-ITER-COUNT=4
PER_CELL_ROUTED_WIRE_LENGTH_UM=13.5
PRE_CTS_SLACK_PS=3700
CLOCK_PERIOD_MINUS_WORST_SLACK_PS=25030
CRIT_PATH_TOP_DELAY_CELL='sky130_fd_sc_hd__clkdlybuf4s50_1'
LAYOUT.SEQUENTIAL_CELLS=0
SYNTH_AREA_LEADER_CELL='sky130_fd_sc_hd__ha_1'
POWER_FRAC_COMB_PCT=100.0
POST_CTS_RESIZE_COUNT=0
SYNTH.TOP_CELLS.BY_AREA='sky130_fd_sc_hd__ha_1, sky130_fd_sc_hd__mux2_2, sky130_fd_sc_hd__mux2i_1'
WORST-ENDPOINT-REQUIRED_PS=23040
SYNTHESIS.AREA_MM2=0.00212
GRT.MET1_USAGE_PCT=20.4
CELL_FAMILY_WITH_MOST_CP_DELAY='adder cells'
CRITICAL_PATH_BUF_INV_COUNT=4
PLACEMENT.IO_BUFFERS=106
SYNTHESIS.INSTANCES=259
YOSYSCELLCOUNT=259
PERIOD_USED_PCT=86.9
## kinds of logic (layout without fill, tap and decap cells)
family / after synthesis / after routing / synth area share, %
mux: 64 / 64 / 32.5
compound gates: 35 / 35 / 12.3
buf+inv: 49 / 112 / 15.1
simple gates: 78 / 78 / 20.9
xor+xnor: 1 / 1 / 0.414
fa+ha+maj: 32 / 32 / 18.9
## path summary, 6_finish.rpt
| check | slack (ps) | start | end |
|---|---|---|---|
| worst max-delay path | 3770 | S[2] | Z |
| worst min-delay path | 12600 | Cin | DO[0] |
## power by group through the flow
stage	sequential [mW]	combinational [mW]	clock (mW)
4_1_cts	0	0.0603	0
5_1_grt	0	0.0656	0
6_report	0	0.0594	0
## cell usage after synthesis, drive strengths merged
library cell	instances
a21oi	4
and2	1
buf	44
clkbuf	4
ha	32
inv	1
mux2	32
mux2i	32
nand2	32
nand2b	2
nand3b	30
nand4	2
nor2	2
nor3b	1
nor4	8
o21a	31
xor2	1
## placed cells by master (no fill, tap or decap), drive strengths merged
cell and count:
clkdlybuf4s50 106, mux2i 32, nand2 32, ha 32, mux2 32, o21a 31
nand3b 30, nor4 8, buf 5, a21oi 4, nor2 2, nand2b 2
nand4 2, inv 1, nor3b 1, and2 1, xor2 1
## per-stage QoR
stage | instance area [um2] | utilization (%) | total power, mW
floorplan | 2120 | - | 0.0362
global placement | 3020 | 44.5 | 0.0598
detailed placement | 3020 | 44.5 | 0.0597
CTS | 3020 | 44.5 | 0.0603
global route | 3020 | 44.5 | 0.0656
finish | 3020 | 44.5 | 0.0594
## metal layers
layer	wire length [um]	share of wire [%]
met1	2640	47
met2	2700	48
met3	308	5.5
met4	0	0
met5	0	0
## layout make-up
type | count | area, um2 | area share (%)
Timing Repair Buffer | 111 | 1100 | 36.4
Multi-Input combinational cell | 210 | 1800 | 59.5
Inverter | 1 | 3.75 | 0.124
Tap cell | 96 | 120 | 3.98
Power and IR drop assume default switching activity.
